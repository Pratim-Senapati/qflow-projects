==> /design/flow/design.v <==
module arbiter (
    input  wire        clk,
    input  wire        rst,
    input  wire [3:0]  fifo_full,                
    input  wire [3:0]  fifo_empty,               
    input  wire [7:0]  router_data_out_0,        
    input  wire [7:0]  router_data_out_1,        
    input  wire [7:0]  router_data_out_2,        
    input  wire [7:0]  router_data_out_3,        
    output reg  [1:0]  source,                   
    output reg  [1:0]  destination,              
    output reg         valid                     
);
    reg [1:0] start_idx;                          
    reg toggle;                                    
    wire [7:0] router_data_out [0:3];
    assign router_data_out[0] = router_data_out_0;
    assign router_data_out[1] = router_data_out_1;
    assign router_data_out[2] = router_data_out_2;
    assign router_data_out[3] = router_data_out_3;
    always @(posedge clk or posedge rst) begin
        if (rst) begin
            source      <= 2'b00;
            destination <= 2'b00;
            valid       <= 1'b0;
            start_idx   <= 2'b00;                  
            toggle      <= 1'b0;                   
        end else begin
            valid <= 1'b0;                         
            if (toggle) begin                      
                if (!fifo_empty[(start_idx + 0) % 4] && !valid) begin
                    source <= (start_idx + 0) % 4;
                    destination <= router_data_out[(start_idx + 0) % 4][5:4];
                    if (!fifo_full[destination]) begin
                        valid <= 1'b1;
                        start_idx <= (start_idx + 1) % 4;
                    end
                end
                if (!fifo_empty[(start_idx + 1) % 4] && !valid) begin
                    source <= (start_idx + 1) % 4;
                    destination <= router_data_out[(start_idx + 1) % 4][5:4];
                    if (!fifo_full[destination]) begin
                        valid <= 1'b1;
                        start_idx <= (start_idx + 2) % 4;
                    end
                end
                if (!fifo_empty[(start_idx + 2) % 4] && !valid) begin
                    source <= (start_idx + 2) % 4;
                    destination <= router_data_out[(start_idx + 2) % 4][5:4];
                    if (!fifo_full[destination]) begin
                        valid <= 1'b1;
                        start_idx <= (start_idx + 3) % 4;
                    end
                end
                if (!fifo_empty[(start_idx + 3) % 4] && !valid) begin
                    source <= (start_idx + 3) % 4;
                    destination <= router_data_out[(start_idx + 3) % 4][5:4];
                    if (!fifo_full[destination]) begin
                        valid <= 1'b1;
                        start_idx <= (start_idx + 4) % 4;
                    end
                end
            end
            toggle <= ~toggle;                      
        end
    end
endmodule
module fifo_buffer (
    input  wire        clk,
    input  wire        rst,
    input  wire        pe_wr_en,                
    input  wire [7:0]  pe_data_in,              
    input  wire        pe_rd_en,                
    output reg [7:0]   pe_data_out,             
    input  wire        router_rd_en,            
    input  wire        router_wr_en,            
    input  wire [7:0]  router_data_in,          
    output reg [7:0]   router_data_out,         
    output reg         full,                    
    output reg         empty                    
);
    localparam DEPTH = 4;                       
    localparam ADDR_WIDTH = 2;                  
    reg [7:0] mem [0:DEPTH-1];                  
    reg [ADDR_WIDTH-1:0] rd_ptr;                
    reg [ADDR_WIDTH-1:0] wr_ptr;                
    reg [ADDR_WIDTH:0]   count;                 
    always @(posedge clk or posedge rst) begin
        if (rst) begin
            wr_ptr         <= 0;
            rd_ptr         <= 0;
            count          <= 0;
            full           <= 0;
            empty          <= 1;
            pe_data_out    <= 0;
            router_data_out <= 0;
        end else begin
            if ((pe_wr_en || router_wr_en) && !full) begin
                mem[wr_ptr] <= pe_wr_en ? pe_data_in : router_data_in;
                wr_ptr <= wr_ptr + 1;
                count <= count + 1;
            end
            if ((pe_rd_en || router_rd_en) && !empty) begin
                pe_data_out    <= mem[rd_ptr];           
                router_data_out <= mem[rd_ptr];          
                rd_ptr <= rd_ptr + 1;
                count <= count - 1;
            end
            full  <= (count == DEPTH);
            empty <= (count == 0);
        end
    end
endmodule
module noc_top (
    input  wire        clk,
    input  wire        rst,
    input wire [7:0] dest,
    input  wire [15:0] ext_data_in,        
    output wire [15:0] ext_data_out,       
    output wire [3:0]  pe_busy             
);
    wire [3:0] pe_data_in[3:0];            
    wire [3:0] pe_data_out[3:0];           
    wire [1:0] src_id[3:0];                
    wire [1:0] dest_id[3:0];               
    wire [3:0]       pe_full, pe_empty;            
    wire [7:0]       pe_packet_out[3:0];           
    wire [7:0]       pe_packet_in[3:0];            
    wire [7:0]       fifo_data_out[3:0];           
    wire [7:0]       fifo_data_in[3:0];            
    wire [3:0]       pe_wr_en, pe_rd_en;           
    wire [3:0]       fifo_rd_en, fifo_wr_en;       
    assign pe_data_in[0] = ext_data_in[3:0];
    assign pe_data_in[1] = ext_data_in[7:4];
    assign pe_data_in[2] = ext_data_in[11:8];
    assign pe_data_in[3] = ext_data_in[15:12];
    assign ext_data_out[3:0]    = pe_data_out[0];
    assign ext_data_out[7:4]    = pe_data_out[1];
    assign ext_data_out[11:8]   = pe_data_out[2];
    assign ext_data_out[15:12]  = pe_data_out[3];
    assign src_id[0] = 2'b00;
    assign src_id[1] = 2'b01;
    assign src_id[2] = 2'b10;
    assign src_id[3] = 2'b11;
    assign dest_id[0] = dest[1:0];
    assign dest_id[1] = dest[3:2];
    assign dest_id[2] = dest[5:4];
    assign dest_id[3] = dest[7:6];
    genvar i;
    generate
        for (i = 0; i < 4; i = i + 1) begin : PE_INST
            processing_element pe (
                .clk(clk),
                .rst(rst),
                .ext_data_in(pe_data_in[i]),
                .ext_data_out(pe_data_out[i]),
                .full(pe_full[i]),
                .empty(pe_empty[i]),
                .packet_from_fifo(pe_packet_in[i]),
                .packet_out(pe_packet_out[i]),
                .wr_en(pe_wr_en[i]),
                .rd_en(pe_rd_en[i]),
                .src_id(src_id[i]),        
                .dest_id(dest_id[i]),      
                .busy(pe_busy[i])
            );
        end
    endgenerate
    generate
        for (i = 0; i < 4; i = i + 1) begin : FIFO_INST
            fifo_buffer fifo_inst (
                .clk(clk),
                .rst(rst),
                .pe_wr_en(pe_wr_en[i]),
                .pe_data_in(pe_packet_out[i]),
                .pe_rd_en(pe_rd_en[i]),
                .pe_data_out(pe_packet_in[i]),
                .router_rd_en(fifo_rd_en[i]),
                .router_wr_en(fifo_wr_en[i]),
                .router_data_in(fifo_data_in[i]),
                .router_data_out(fifo_data_out[i]),
                .full(pe_full[i]),
                .empty(pe_empty[i])
            );
        end
    endgenerate
    arbiter arb_inst (
        .clk(clk),
        .rst(rst),
        .fifo_full(pe_full),
        .fifo_empty(pe_empty),
        .router_data_out_0(fifo_data_out[0]),
        .router_data_out_1(fifo_data_out[1]),
        .router_data_out_2(fifo_data_out[2]),
        .router_data_out_3(fifo_data_out[3]),
        .source(arb_source),
        .destination(arb_dest),
        .valid(arb_valid)
    );
    router router_inst (
        .clk(clk),
        .rst(rst),
        .src(arb_source),
        .dest(arb_dest),
        .valid(arb_valid),
        .fifo_rd_en(fifo_rd_en),
        .fifo_wr_en(fifo_wr_en),
        .fifo_data_in_0(fifo_data_in[0]),
        .fifo_data_in_1(fifo_data_in[1]),
        .fifo_data_in_2(fifo_data_in[2]),
        .fifo_data_in_3(fifo_data_in[3]),
        .fifo_data_out_0(fifo_data_out[0]),
        .fifo_data_out_1(fifo_data_out[1]),
        .fifo_data_out_2(fifo_data_out[2]),
        .fifo_data_out_3(fifo_data_out[3])
    );
endmodule
module processing_element (
    input wire clk,                      
    input wire rst,                      
    input wire [3:0] ext_data_in,            
    output reg [3:0] ext_data_out,           
    input wire full,                     
    input wire empty,                    
    input wire [7:0] packet_from_fifo,     
    output reg [7:0] packet_out,         
    output reg wr_en,                    
    output reg rd_en,                    
    input wire [1:0] src_id,             
    input wire [1:0] dest_id,            
    output reg busy                       
);
    reg rd_en_d;                         
    always @(posedge clk or posedge rst) begin
        if (rst) begin
            packet_out <= 8'b0;
            ext_data_out <= 4'b0;
            wr_en <= 0;
            rd_en <= 0;
            rd_en_d <= 0;
            busy <= 0;
        end else begin
            if (!busy && !full) begin
                packet_out <= {src_id, dest_id, ext_data_in};
                wr_en <= 1;                 
                busy <= 1;                  
            end else begin
                wr_en <= 0;                 
            end
            if (wr_en && !full) begin
                busy <= 0;
            end
            if (!empty) begin
                rd_en <= 1;                 
            end else begin
                rd_en <= 0;                 
            end
            rd_en_d <= rd_en;               
            if (rd_en_d) begin
                ext_data_out <= packet_from_fifo[3:0];     
            end
        end
    end
endmodule
module router (
    input  wire        clk,                          
    input  wire        rst,                          
    input  wire [1:0]  src,                          
    input  wire [1:0]  dest,                         
    input  wire        valid,                        
    output reg  [3:0]  fifo_rd_en,                   
    output reg  [3:0]  fifo_wr_en,                   
    output reg [7:0] fifo_data_in_0,                 
    output reg [7:0] fifo_data_in_1,                 
    output reg [7:0] fifo_data_in_2,                 
    output reg [7:0] fifo_data_in_3,                 
    input  wire [7:0] fifo_data_out_0,               
    input  wire [7:0] fifo_data_out_1,               
    input  wire [7:0] fifo_data_out_2,               
    input  wire [7:0] fifo_data_out_3                
);
    reg [7:0] buffer;                                
    reg processing;                                  
    always @(posedge clk or posedge rst) begin
        if (rst) begin
            fifo_rd_en   <= 4'b0000;
            fifo_wr_en   <= 4'b0000;
            buffer       <= 8'b0;
            processing   <= 1'b0;
            fifo_data_in_0 <= 8'b0;
            fifo_data_in_1 <= 8'b0;
            fifo_data_in_2 <= 8'b0;
            fifo_data_in_3 <= 8'b0;
        end else begin
            if (valid && !processing) begin
                processing <= 1'b1;
                fifo_rd_en <= 4'b0000;        
                fifo_rd_en[src] <= 1'b1;      
            end else if (processing) begin
                fifo_rd_en[src] <= 1'b0;      
                case (src)
                    2'b00: buffer <= fifo_data_out_0;
                    2'b01: buffer <= fifo_data_out_1;
                    2'b10: buffer <= fifo_data_out_2;
                    2'b11: buffer <= fifo_data_out_3;
                endcase
                fifo_wr_en <= 4'b0000;        
                fifo_wr_en[dest] <= 1'b1;     
                case (dest)
                    2'b00: fifo_data_in_0 <= buffer;
                    2'b01: fifo_data_in_1 <= buffer;
                    2'b10: fifo_data_in_2 <= buffer;
                    2'b11: fifo_data_in_3 <= buffer;
                endcase
                processing <= 1'b0;           
            end else begin
                fifo_rd_en <= 4'b0000;
                fifo_wr_en <= 4'b0000;
            end
        end
    end
endmodule
==> /design/flow/run.sh <==
#!/bin/bash
# OpenROAD 26Q1-2900-gdf79404cd8, Yosys 0.63+post, stock flow scripts
make -C /OpenROAD-flow-scripts/flow DESIGN_CONFIG=/design/flow/config.mk WORK_HOME=/design/flow/orfs finish
==> /design/flow/config.mk <==
export PLATFORM = sky130hd
export DESIGN_NAME = noc_top
export DESIGN_NICKNAME = noc_top
export VERILOG_FILES = /design/flow/design.v
export SDC_FILE = /design/flow/constraint.sdc
export NUM_CORES = 4
export LEC_CHECK = 1
export CORE_UTILIZATION = 50
==> /design/flow/constraint.sdc <==
current_design noc_top

set clk_period 4.4
set clk_io_pct 0.2

create_clock -name clk0 -period $clk_period [get_ports {clk}]

set non_clock_inputs [all_inputs -no_clocks]
set_input_delay [expr $clk_period * $clk_io_pct] -clock clk0 $non_clock_inputs
set_output_delay [expr $clk_period * $clk_io_pct] -clock clk0 [all_outputs]
==> qor.yml <==
status: "finished clean"
die_x_um: 145
hold_class: "reg -> reg"
fin_skew_ns: 0.00847
lay_top_count: "dfrtp_1"
place_hpwl_mm: 11.9
worstReg2RegEnd: "arb_inst.destination[0]"
instances_no_fill: 1062
irDropWorstVdd_v: 0.000304
start_kind: "flop"
grt_antenna_before_repair: 0
syn_to_final_growth_pct: 15.6
r2r-start: "arb_inst.start_idx[0]"
grt_pass1_vias: 5917
io_buffers: 45
drv_cap: 0
path_class: "reg -> reg"
topCellsByArea: "dfrtp_1, edfxtp_1, mux2_2, ha_1, a222oi_1"
max_slew.worst_pin.slew_ns: 0.692
cts_buffers: 26
ys.flops: 244
place_area_um2: 10900
crit_arrival_ns: 3.34
synth.cellmix.simpleShare_pct: 6.61
core_um2: 19700
p_per_area_nw_per_um2: 614
min_to: "PE_INST[0].pe.rd_en_d"
end_kind: "flop"
finalSetupViolCount: 0
final_cell_mix: "dfrtp_1, edfxtp_1, mux2_2"
drv_slew: 0
crit_required_ns: 4.80
ys_warn_count: 16
cts_root_buffer: "clkbuf_16"
maxSlewHeadroom_pct: 53.7
drc: 0
ios: 46
yosysUniqueCellTypes: 43
worstHoldStart: "PE_INST[0].pe.rd_en"
track_usage_pct: 19.4
gr-total-overflow: 0
drt-wirelength-per-cell_um: 16.3
setup-tns-final_ns: 0
aoi_share_pct: 7.59
stdcell_area_um2: 11800
reg2regPathDepth: 7
clkSlewWorstSetupHoldPaths_ns: 0.06
max_freq_mhz: 340
fin_crit_sh_pct: 66.8
grt_max_degree: 121
dp.cells: 1014
vias: 5662
synth-edff-count: 96
cts_resized: 0
h-tree-depth: 1
hold_buffers: 0
grt_pass1_wl_mm: 29.4
syn_area_um2: 10200
xor_area_share_pct: 1.55
cts_setup_buffers: 0
clock-sinks: 244
antenna_left: 0
synthArstFlopShare_pct: 60.7
die_h_um: 145
ys_chip_area_um2: 10200
netlist_instances: 719
r2r_setup_slack_ns: 1.46
fp_util_pct: 51.6
netlist.area_leader.share_pct: 35.4
gp_congestion: 0.880
antenna_cells: 0
rsz0062_at_grt: "false"
drt_iter0_markers: 356
clkLatencyLatePin_ns: 0.52
period_minus_slack_ns: 2.94
die_area_um2: 20900
warning_count: 58
top_area_cell: "dfrtp_1"
via_per_inst: 5.33
cts_buffer_depth: 3
drtPass1Iterations: 6
cp_max_fo: 11
hold_viol_final: 0
cts_tree: "done"
leakage_nw: 4.79
syn_avg_cell_area_um2: 14.1
rows: 51
min_delay_path_depth: 0
ys_seq_share_pct: 64.8
ys_cells: 719
logic_family: "multiplexers"
pre_cts_slack_ns: 1.50
drive_above_1_share_pct: 15.9
setup_ws_ns: 1.46
mux_share_pct: 11.4
synthFlopType: "dfrtp_1"
adder_share_pct: 5.71
wl_mm: 17.3
## cells by family (layout without fill, tap and decap cells)
| group | count (synthesis) | in the layout |
|---|---|---|
| DFF | 244 | 244 |
| and+or+nand+nor | 143 | 143 |
| AOI/OAI and AO/OA | 114 | 114 |
| muxes | 99 | 99 |
| buffers and inverters | 57 | 135 |
| adders and majority gates | 44 | 44 |
| xor gates and xnor gates | 18 | 18 |
## state kept, by name (all words and copies together) (netlist names), 2 cells and up
name	flops
PE_INST.pe.rd_en_d	4
FIFO_INST.fifo_inst.empty	4
FIFO_INST.fifo_inst.rd_ptr	8
PE_INST.pe.busy	4
router_inst.fifo_data_in_1	6
router_inst.fifo_wr_en	2
arb_inst.start_idx	2
PE_INST.pe.ext_data_out	16
FIFO_INST.fifo_inst.count	12
router_inst.fifo_data_in_0	6
FIFO_INST.fifo_inst.mem	96
PE_INST.pe.wr_en	4
FIFO_INST.fifo_inst.router_data_out	6
PE_INST.pe.rd_en	4
FIFO_INST.fifo_inst.wr_ptr	8
PE_INST.pe.packet_out	24
router_inst.fifo_rd_en	4
FIFO_INST.fifo_inst.full	4
arb_inst.destination	2
router_inst.buffer	6
FIFO_INST.fifo_inst.pe_data_out	18
## synth_stat cells, drive strengths merged (18+ instances only)
| cell | count |
|---|---|
| ha | 40 |
| and2 | 34 |
| inv | 36 |
| a21oi | 32 |
| xnor2 | 18 |
| nand2 | 37 |
| o21ai | 38 |
| a222oi | 32 |
| edfxtp | 96 |
| mux2 | 75 |
| nor2 | 51 |
| dfrtp | 144 |
| mux2i | 19 |
## routing by layer
metal / track usage [%] / wire length [µm] / vias up
li1: - / - / 2732
met1: 30.8 / 7820 / 2746
met2: 29.5 / 8100 / 157
met3: 5.02 / 1010 / 27
met4: 3.88 / 351 / 0
met5: 1.50 / 0 / -
## worst max-delay path: stages (launching register included)
cell	delay, ns
dfrtp_1	0.61
inv_1	0.18
ha_1	0.41
mux4_1	0.59
nor2_1	0.38
mux2i_1	0.24
a221oi_1	0.10
mux2_1	0.30
## power by group
group	switching, mW	leakage, nW	internal [mW]
registers	0.401	2.68	2.96
clock network	0.834	0.411	1.26
logic	0.859	1.70	0.906
## worst max path at each step
| stage | from | end | cells past startpoint |
|---|---|---|---|
| 4_1_cts | arb_inst.start_idx[0] | arb_inst.destination[0] | 7 |
| 5_1_grt | arb_inst.start_idx[0] | arb_inst.destination[1] | 7 |
| 6_report | arb_inst.start_idx[0] | arb_inst.destination[0] | 7 |
## area by class of cell
cell class,instances,area (µm²)
Inverter,36,139
Clock buffer,43,817
Clock inverter,5,33.8
Fill cell,1443,7960
Tap cell,265,332
Timing Repair Buffer,51,508
Multi-Input combinational cell,418,3340
Sequential cell,244,6590
## metrics by stage
stage / total power [mW] / util [%] / hold WS [ns]
global placement: 5.12 / 55.3 / 0.369
floorplan: 4.64 / - / 0.354
CTS: 7.32 / 59.6 / 0.390
global route: 7.69 / 59.6 / 0.396
finish: 7.22 / 59.6 / 0.392
detailed placement: 5.18 / 55.3 / 0.374
No activity file was given, so power comes from the tool's default toggle rates.

--- constraint.sdc ---
current_design counter

set clk_period 1.1
set clk_io_pct 0.2

create_clock -name clk0 -period $clk_period [get_ports {clk}]

set non_clock_inputs [all_inputs -no_clocks]
set_input_delay [expr $clk_period * $clk_io_pct] -clock clk0 $non_clock_inputs
set_output_delay [expr $clk_period * $clk_io_pct] -clock clk0 [all_outputs]
--- run.sh ---
#!/bin/bash
# OpenROAD 26Q1-2900-gdf79404cd8, Yosys 0.63+post, stock flow scripts
make -C /OpenROAD-flow-scripts/flow DESIGN_CONFIG=/design/flow/config.mk WORK_HOME=/design/flow/orfs finish
--- design.v ---
module counter (
    input clk,        
    input rst,        
    output reg [3:0] count,  
    input vdd,   
    input gnd    
);
wire gnd, vdd;
assign gnd = 1'b0;
assign vdd = 1'b1;
    always @(posedge clk or posedge rst) begin
        if (rst)
            count <= 4'b0000;  
        else
            count <= count + 1;  
    end
endmodule
--- config.mk ---
export PLATFORM = sky130hd
export DESIGN_NAME = counter
export DESIGN_NICKNAME = counter
export VERILOG_FILES = /design/flow/design.v
export SDC_FILE = /design/flow/constraint.sdc
export NUM_CORES = 4
export LEC_CHECK = 1
export CORE_AREA = 10 10 70 70
export DIE_AREA = 0 0 80 80
==> results_dict.tcl <==
# implementation run metrics
set metrics [dict create \
    yosysSeqAreaShare_pct 60.61 \
    top_cells_by_count "dfrtp_1 (4), buf_4 (2), conb_1 (2), inv_1 (2)" \
    error "ERROR: Found 2 problems in 'check -assert'." \
    edf_count 0 \
    yosys_cells 14 \
    top_cells_by_area "dfrtp_1 (61%), buf_4 (9.1%), ha_1 (7.6%), xnor2_1 (5.3%), xor2_1 (5.3%)" \
    failed_stage "synthesis (1_2_yosys)" \
    top_area_cell "dfrtp_1" \
    synth_chip_area_um2 165.2 \
    ys_types 8 \
    synth.most_common_cell "dfrtp_1" \
    ys.flop_type "dfrtp_1" \
    async_flop_share_pct 100.0 \
    outcome "aborted with a tool error" \
    synthDominantCellAreaShare_pct 60.61 \
    yosys_warnings 1 \
    ys_ff 4 \
]
-- logic make-up after synthesis --
logic type    after synthesis  share of synthesized area [%]
buf+inv                     4                          13.64
flops                       4                          60.61
xor+xnor                    2                          10.61
other cells                 2                          4.547
fa+ha+maj                   1                          7.575
simple gates                1                          3.027

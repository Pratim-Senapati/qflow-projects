===== design/flow/run.sh =====
#!/bin/bash
# OpenROAD 26Q1-2900-gdf79404cd8, Yosys 0.63+post, stock flow scripts
make -C /OpenROAD-flow-scripts/flow DESIGN_CONFIG=/design/flow/config.mk WORK_HOME=/design/flow/orfs finish

===== design/flow/config.mk =====
export PLATFORM = sky130hd
export DESIGN_NAME = fft_top
export DESIGN_NICKNAME = fft_top
export VERILOG_FILES = /design/flow/design.v
export SDC_FILE = /design/flow/constraint.sdc
export NUM_CORES = 4
export LEC_CHECK = 1
export CORE_UTILIZATION = 50

===== design/flow/constraint.sdc =====
current_design fft_top

set clk_period 7.1
set clk_io_pct 0.2

create_clock -name clk0 -period $clk_period [get_ports {clk}]

set non_clock_inputs [all_inputs -no_clocks]
set_input_delay [expr $clk_period * $clk_io_pct] -clock clk0 $non_clock_inputs
set_output_delay [expr $clk_period * $clk_io_pct] -clock clk0 [all_outputs]

===== design/flow/design.v =====
module fft_butterfly (
    input wire clk,
    input wire reset,
    input wire start,
    input wire [7:0] x0, x1, x2, x3,
    output reg [15:0] X0_real, X0_imag,
    output reg [15:0] X1_real, X1_imag,
    output reg [15:0] X2_real, X2_imag,
    output reg [15:0] X3_real, X3_imag,
    output reg done
);
    reg [15:0] re_part [0:3];    
    reg [15:0] im_part [0:3];    
    always @(posedge clk or posedge reset) begin
        if (reset) begin
            done <= 0;
        end else if (start) begin
            re_part[0] <= x0 + x2;
            re_part[1] <= x1 + x3;
            re_part[2] <= x0 - x2;
            re_part[3] <= x1 - x3;
            im_part[0] <= 0;   
            im_part[1] <= 0;
            im_part[2] <= 0;
            im_part[3] <= 0;
            X0_real <= re_part[0] + re_part[1];
            X0_imag <= im_part[0] + im_part[1];
            X1_real <= re_part[2] - im_part[3];
            X1_imag <= im_part[2] + re_part[3];
            X2_real <= re_part[0] - re_part[1];
            X2_imag <= im_part[0] - im_part[1];
            X3_real <= re_part[2] + im_part[3];
            X3_imag <= im_part[2] - re_part[3];
            done <= 1;
        end
    end
endmodule
module fft_magnitude (
    input wire clk,
    input wire [15:0] X0_real, X0_imag,
    input wire [15:0] X1_real, X1_imag,
    input wire [15:0] X2_real, X2_imag,
    input wire [15:0] X3_real, X3_imag,
    output reg [7:0] X0_mag, X1_mag, X2_mag, X3_mag
);
wire [15:0] abs_X0_real, abs_X0_imag;
wire [15:0] abs_X1_real, abs_X1_imag;
wire [15:0] abs_X2_real, abs_X2_imag;
wire [15:0] abs_X3_real, abs_X3_imag;
wire [15:0] mag_calc_0, mag_calc_1, mag_calc_2, mag_calc_3;
assign abs_X0_real = (X0_real ^ {16{X0_real[15]}}) + X0_real[15];
assign abs_X0_imag = (X0_imag ^ {16{X0_imag[15]}}) + X0_imag[15];
assign abs_X1_real = (X1_real ^ {16{X1_real[15]}}) + X1_real[15];
assign abs_X1_imag = (X1_imag ^ {16{X1_imag[15]}}) + X1_imag[15];
assign abs_X2_real = (X2_real ^ {16{X2_real[15]}}) + X2_real[15];
assign abs_X2_imag = (X2_imag ^ {16{X2_imag[15]}}) + X2_imag[15];
assign abs_X3_real = (X3_real ^ {16{X3_real[15]}}) + X3_real[15];
assign abs_X3_imag = (X3_imag ^ {16{X3_imag[15]}}) + X3_imag[15];
magnitude_calculator calc_0 (
    .a(abs_X0_real),
    .b(abs_X0_imag),
    .result(mag_calc_0)
);
magnitude_calculator calc_1 (
    .a(abs_X1_real),
    .b(abs_X1_imag),
    .result(mag_calc_1)
);
magnitude_calculator calc_2 (
    .a(abs_X2_real),
    .b(abs_X2_imag),
    .result(mag_calc_2)
);
magnitude_calculator calc_3 (
    .a(abs_X3_real),
    .b(abs_X3_imag),
    .result(mag_calc_3)
);
always @(posedge clk) begin
    X0_mag <= mag_calc_0[15:8];
    X1_mag <= mag_calc_1[15:8];
    X2_mag <= mag_calc_2[15:8];
    X3_mag <= mag_calc_3[15:8];
end
endmodule
module magnitude_calculator (
    input wire [15:0] a,
    input wire [15:0] b,
    output reg [15:0] result
);
    wire [15:0] max_val;
    wire [15:0] min_val;
    assign max_val = (a > b) ? a : b;
    assign min_val = (a > b) ? b : a;
    always @(*) begin
        result = max_val + {1'b0, min_val[15:1]};  
    end
endmodule
module fft_top (
    input wire clk,                   
    input wire reset,                 
    input wire start,                 
    input wire [7:0] x0, x1, x2, x3,  
    output wire [7:0] X0_mag, X1_mag, X2_mag, X3_mag,  
    output reg done                    
);
    wire [15:0] X0_real, X0_imag;
    wire [15:0] X1_real, X1_imag;
    wire [15:0] X2_real, X2_imag;
    wire [15:0] X3_real, X3_imag;
    fft_butterfly butterfly (
        .clk(clk),
        .reset(reset),
        .start(start),
        .x0(x0), .x1(x1), .x2(x2), .x3(x3),
        .X0_real(X0_real), .X0_imag(X0_imag),
        .X1_real(X1_real), .X1_imag(X1_imag),
        .X2_real(X2_real), .X2_imag(X2_imag),
        .X3_real(X3_real), .X3_imag(X3_imag),
        .done(done)
    );
    fft_magnitude magnitude (
        .clk(clk),
        .X0_real(X0_real), .X0_imag(X0_imag),
        .X1_real(X1_real), .X1_imag(X1_imag),
        .X2_real(X2_real), .X2_imag(X2_imag),
        .X3_real(X3_real), .X3_imag(X3_imag),
        .X0_mag(X0_mag), .X1_mag(X1_mag),
        .X2_mag(X2_mag), .X3_mag(X3_mag)
    );
endmodule

==> job_summary.md <==
### Yosys + OpenROAD results

| Metric | Value |
|---|---|
| # Cells Yosys | `809` |
| Most common reg cell | `sky130_fd_sc_hd__edfxtp_1` |
| Maximum achievable frequency | `0.158 GHz` |
| Pre-Repair DR Iteration Count | `6` |
| Comb. cell area | `approximately 4700 um^2` |
| Flop and latch count out of synthesis | `between 100 and 150` |
| Max-slew violations | `0` |
| Dominant cell area share | `0.316` |
| Row count | `roughly 46` |
| Synthesis warning total | `5` |
| Sink count of the clock tree | `107` |
| Routed length per instance | `between 10 and 15 um` |
| Via Count | `~5,600` |
| Number of violations of the max-capacitance limit | `0` |
| Layout cells sized above 1 | `0.0471` |
| Async S/R FF share, synth | `0.00935` |
| Clock latency on the worst-skew pair | `around 0.35 ns` |
| Buffer depth of the longest clock path | `2` |
| Number of enable-type register cells in the synthesized netlist | `85` |
| Number of nets with antenna violations after detailed routing | `0` |
| Vias in the first global route | `between 5,000 and 6,000` |
| Req. time, crit path | `about 7.3 ns` |
| Number of failing hold endpoints at the final stage | `0` |
| Path type of the worst setup path | `reg2reg` |
| Final routed DRC violation total | `0` |
| Data arrival at the endpoint of the critical path | `approximately 6.6 ns` |
| Area used by sequential logic in the layout | `~3000 um^2` |
| Netlist area before placement | `8080 um^2` |
| Core utilization at floorplan | `0.510` |
| Weighted congestion at the end of routability-driven global placement | `roughly 0.9` |
| Tally of unique sky130hd cells used after synthesis | `~72` |
| Pwr per Cell Area | `between 150 and 200 nW/um^2` |
| # port buffers | `between 50 and 60` |
| Pin count of the biggest net entering global routing | `50` |
| Post-synthesis cell count | `around 810` |
| Leakage power of the design | `a little under 0.004 uW` |
| All-Layer GR Usage | `0.195` |
| Worst IR Drop VDD | `0.133 mV` |
| HPWL Detailed | `approximately 12 mm` |
| Overall die height | `129 um` |
| Met1 track utilization from global routing | `0.333` |
| Final setup violating endpoints | `0` |
| # IOs | `just under 70` |
| Horiz. Die Dim | `roughly 130 um` |
| First DRT Iteration DRCs | `between 200 and 250` |
| Remaining max-slew budget at the tightest pin | `0.558` |
| Status | `finished, final reports clean` |
| Overall die area | `roughly 17,000 um^2` |
| Total number of H-tree levels | `3` |
| First-pass GRT wire length | `24.4 mm` |
| Maximum fanout encountered on the critical timing path | `19` |
| Crit share post-route | `0.894` |
| Total negative slack | `0 ns` |
| Antenna cell count | `0` |
| GR Util met2 | `0.280` |
| Std-Cell Core Area | `approximately 16,000 um^2` |
| Dominant cell type by area after synthesis | `sky130_fd_sc_hd__edfxtp_1` |
| Startpoint type of the worst setup path | `flip-flop` |
| Area growth syn-to-layout | `13.6%` |
| Met3 layer usage reported by global route | `0.0366` |
| Average footprint of a synthesized cell | `around 10 um^2` |
| Transition at the pin with the smallest max-transition slack | `around 0.66 ns` |
| Top cells by area | `sky130_fd_sc_hd__edfxtp_1, sky130_fd_sc_hd__ha_1, sky130_fd_sc_hd__xnor2_1` |
| FILL cells | `around 1,300` |
| Ratio of routed vias to standard cells | `between 5 and 6` |
| Final total power | `about 1800 uW` |
| Most heavily used metal layer in global routing | `met1` |
| GRT Residual Overflow | `0` |
| Crit. End Element | `flip-flop` |
| Min-Delay Path Class | `reg2reg` |
| Clock Pin Slew Worst Setup and Hold Paths | `0.07 ns` |
| Log Warnings | `between 50 and 60` |
| Antenna violations before repair | `0` |
| Setup repair after global routing missed its margin | `no` |
| Routed Wire Length | `between 10 and 15 mm` |
| Clock tree from TritonCTS | `done` |
| Synth Seq Share | `0.371` |
| Number of buffers created by CTS | `9` |
| Post-layout min period | `6.35 ns` |
| Yosys-reported design area after synthesis | `approximately 8000 um^2` |
| Clock root buffer | `sky130_fd_sc_hd__clkbuf_16` |
| Worst Skew | `between 0.008 and 0.009 ns` |
## timing repair
item,4_1_cts,5_1_grt
setup endpoints to repair,0,2
gates resized,0,1
setup buffers,0,1
hold buffers,0,0
## stage by stage
| stage | hold slack, ns | cell area, um^2 | std cells | worst slack [ns] | util |
|---|---|---|---|---|---|
| after floorplan | 0.398 | 8130 | 824 | 1.03 | - |
| after detailed placement | 0.327 | 8840 | 1070 | 0.607 | 0.559 |
| after CTS | 0.345 | 9160 | 1086 | 0.534 | 0.579 |
| after global placement | 0.324 | 8840 | 1070 | 0.880 | 0.559 |
| final | 0.345 | 9170 | 1087 | 0.754 | 0.580 |
| after global routing | 0.354 | 9170 | 1087 | 0.0956 | 0.580 |
## routing by layer
metal / part of all wire / vias up
li1: - / 2950
met1: 0.52 / 2517
met2: 0.43 / 96
met3: 0.041 / 16
met4: 0.014 / 0
met5: 0 / -
## flip-flops by register name (all words and copies together) (netlist names)
register	flops
butterfly.X0_real	2
butterfly.X1_imag	8
butterfly.X1_real	9
butterfly.X2_real	16
butterfly.X3_imag	16
butterfly.done	1
butterfly.re_part	34
magnitude.X0_mag	3
magnitude.X1_mag	2
magnitude.X2_mag	8
magnitude.X3_mag	8
## final timing paths
path | endpoint | slack (ns) | start | depth (start not counted)
setup / recovery | magnitude.X3_mag[7] | 0.75 | butterfly.X1_real[14] | 25
hold / removal | magnitude.X0_mag[1] | 0.34 | butterfly.X0_real[9] | 0
setup reg to reg | magnitude.X3_mag[7] | 0.75 | butterfly.X1_real[14] | 25
hold reg to reg | magnitude.X0_mag[1] | 0.34 | butterfly.X0_real[9] | 0
max in group asynchronous | butterfly.done | 5.73 | reset | 2
min in group asynchronous | butterfly.done | 1.28 | reset | 2
## power breakdown
part / leakage, uW / switching [uW] / internal [uW]
logic: 0.00274 / 233 / 226
clock network: 0.000159 / 223 / 293
registers: 0.000980 / 43.0 / 756
total: 0.00388 / 499 / 1280
## cells in the final DEF (no fill, tap or decap), types with 21 or more instances in the layout
cell type and n:
sky130_fd_sc_hd__ha_1 97, sky130_fd_sc_hd__mux2i_1 27, sky130_fd_sc_hd__clkdlybuf4s50_1 56, sky130_fd_sc_hd__xnor2_1 56, sky130_fd_sc_hd__dfxtp_1 21, sky130_fd_sc_hd__edfxtp_1 85
sky130_fd_sc_hd__inv_1 82, sky130_fd_sc_hd__a21oi_1 65, sky130_fd_sc_hd__o21ai_0 34, sky130_fd_sc_hd__xor2_1 36, sky130_fd_sc_hd__nor2_1 61, sky130_fd_sc_hd__nand2_1 28
## Yosys cell counts, types with 5 or more instances
cell	count
sky130_fd_sc_hd__xnor2_1	56
sky130_fd_sc_hd__o21ai_0	34
sky130_fd_sc_hd__o21bai_1	14
sky130_fd_sc_hd__o21ai_1	6
sky130_fd_sc_hd__fa_1	6
sky130_fd_sc_hd__ha_1	97
sky130_fd_sc_hd__inv_1	82
sky130_fd_sc_hd__mux2i_1	27
sky130_fd_sc_hd__nor2b_1	13
sky130_fd_sc_hd__buf_4	11
sky130_fd_sc_hd__a31oi_1	8
sky130_fd_sc_hd__clkbuf_1	11
sky130_fd_sc_hd__buf_1	5
sky130_fd_sc_hd__nor3_1	6
sky130_fd_sc_hd__nand4_1	5
sky130_fd_sc_hd__a21o_1	14
sky130_fd_sc_hd__a21oi_1	65
sky130_fd_sc_hd__and3_1	8
sky130_fd_sc_hd__xor2_1	36
sky130_fd_sc_hd__nand2b_1	16
sky130_fd_sc_hd__o21a_1	7
sky130_fd_sc_hd__nor2_1	61
sky130_fd_sc_hd__nand2_1	28
sky130_fd_sc_hd__dfxtp_1	21
sky130_fd_sc_hd__nand3_1	8
sky130_fd_sc_hd__edfxtp_1	85
## area by class of cell
cell class,count,share of cell area
clock buffers,13,0.0319
well taps,216,0.0295
repair buffers,61,0.0652
multi-input cells,605,0.511
inverters,82,0.0336
clock inverters,3,0.00259
flip-flops and latches,107,0.327
## critical path, stage by stage, from the launching register on
cell and delay [ns]:
sky130_fd_sc_hd__edfxtp_1 0.69, sky130_fd_sc_hd__or4b_2 0.65, sky130_fd_sc_hd__o21ai_1 0.17, sky130_fd_sc_hd__nand2_1 0.10
sky130_fd_sc_hd__o21ai_1 0.15, sky130_fd_sc_hd__a21oi_1 0.10, sky130_fd_sc_hd__xnor2_1 0.44, sky130_fd_sc_hd__inv_1 0.16
sky130_fd_sc_hd__ha_1 0.34, sky130_fd_sc_hd__nand2_1 0.07, sky130_fd_sc_hd__nor2_1 0.05, sky130_fd_sc_hd__a2bb2oi_1 0.17
sky130_fd_sc_hd__o2111ai_2 0.16, sky130_fd_sc_hd__a2111oi_4 0.42, sky130_fd_sc_hd__nand2_2 0.35, sky130_fd_sc_hd__mux2i_1 0.27
sky130_fd_sc_hd__ha_1 0.29, sky130_fd_sc_hd__a21o_1 0.19, sky130_fd_sc_hd__a21o_1 0.17, sky130_fd_sc_hd__a21oi_1 0.15
sky130_fd_sc_hd__o21ai_0 0.13, sky130_fd_sc_hd__o21ai_0 0.37, sky130_fd_sc_hd__nor3_1 0.12, sky130_fd_sc_hd__a21o_1 0.22
sky130_fd_sc_hd__a21oi_1 0.18, sky130_fd_sc_hd__xnor2_1 0.08
## kinds of logic after synthesis
kind of cell / count (synthesis) / synth area share
AND/OR/NAND/NOR: 187 / 0.131
AND-OR/OR-AND: 179 / 0.140
buffers and inverters: 112 / 0.0576
flip-flops: 107 / 0.371
adder cells (fa/ha/maj): 103 / 0.165
XOR/XNOR: 92 / 0.0998
multiplexers: 28 / 0.0349
other: 1 / 0.000464
Power figures rest on the tool's default switching activity, not on a simulated workload.
